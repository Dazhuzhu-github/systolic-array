==> ./design.v <==
module shift_buffer(
    output reg  [127:0] Q,
    input  wire         CLK,
    input  wire         CEN,
    input  wire         WEN,
    input  wire [4:0]  A,
    input  wire RESET,
    input  wire [127:0] D,
    input  wire         RETN
    );
integer i;
integer j;
parameter num = 32;
reg [127:0] mem [31:0];
always @(posedge CLK)
begin
    if(RESET)begin
        for (i = 0; i < num; i = i + 1)
				mem[i] <= 128'b0;
	end
    else if(~WEN & RETN) begin
        Q <= 128'd0;
        for (i=0;i<16;i = i+1)begin
            for(j = 8*i;j<8*i+8;j = j+1)begin
                mem[i+A][j] <= D[j];
            end
        end
    end else if(~CEN & RETN) begin
        Q <= mem[A];
    end else begin
        Q <= 128'd0;
    end
end
endmodule
==> ./run.sh <==
#!/bin/bash
# OpenROAD 26Q1-2900-gdf79404cd8, Yosys 0.63+post, stock flow scripts
make -C /OpenROAD-flow-scripts/flow DESIGN_CONFIG=/design/flow/config.mk WORK_HOME=/design/flow/orfs finish
==> ./config.mk <==
export PLATFORM = sky130hd
export DESIGN_NAME = shift_buffer
export DESIGN_NICKNAME = shift_buffer
export VERILOG_FILES = /design/flow/design.v
export SDC_FILE = /design/flow/constraint.sdc
export NUM_CORES = 4
export LEC_CHECK = 1
export CORE_UTILIZATION = 40
==> ./constraint.sdc <==
current_design shift_buffer

set clk_period 39.9
set clk_io_pct 0.2

create_clock -name clk0 -period $clk_period [get_ports {CLK}]

set non_clock_inputs [all_inputs -no_clocks]
set_input_delay [expr $clk_period * $clk_io_pct] -clock clk0 $non_clock_inputs
set_output_delay [expr $clk_period * $clk_io_pct] -clock clk0 [all_outputs]
==> notes.md <==
Status of the implementation.

- The flow ran to the end, and the final reports show no timing, DRC or antenna violations.
- The post-layout period usage of the worst path is 34.48%, for reference.
- The synthesis run shows multiplexers occupying 10.47% of the cell area.
- The initial core utilization is 40.21%, for reference.
- The total leakage power is 81.63 nW, for reference.
- Between clock sinks in the finished design, the worst skew comes to 52.63 ps.
- The combined flip-flop and latch cell area is 126,800 sq um, for reference.
- Ranking logic cells in the layout by count gives the top entries 4,224 x sky130_fd_sc_hd__edfxtp_1, 2,048 x sky130_fd_sc_hd__mux2i_1, 1,985 x sky130_fd_sc_hd__and2_1.
- Post-synthesis, Yosys gives the total cell area as 195,800 sq um.
- Setup repair after global routing left no endpoint under its margin.
- The count of flip-flops with a built-in enable after synthesis is 4,224, for reference.
- The reg2reg setup slack is 37,540 ps, for reference.
- The transition time recorded at the tightest slew-check pin is 1062 ps.
- The worst setup path is captured at a flip-flop.
- The placed instances occupy a cell area of 205,800 sq um.
- The count of input and output buffers is 265, for reference.
- The count of cells resized by post-cts repair is 0, for reference.
- In this run the worst path has a maximum fanout of 79.
- Looking at the clock tree report, the maximum root-to-sink buffer count equals 4.
- The floorplan step set the die height to 701.6 microns.
- The total tool warning count is 38, for reference.
- The final layout contains routed wiring with a total length of 562.5 mm.
- The overall global routing resource usage is 24.37%, for reference.
- Per the layout area report, the combinational gate area comes to 63,240 sq um.
- The adder and majority gate portion of the synthesized area is 0.06391%, for reference.
- The reg-to-reg startpoint is mem[1][112]$_SDFFCE_PN0P_, for reference.
- After floorplanning, the core was sized to cover 486,900 sq um.
- For this run, the final setup violation count is recorded as 0.
- The xor/xnor cell area share of the yosys netlist is 0.1988%, for reference.
- Before any placement, the netlist area is recorded as 195,800 sq um.
- Per STA, the startpoint of the critical path is A[0].
- Summing all non-filler instances in the final layout gives an area of 220,400 sq um.
- The data arrival time at the worst-slack endpoint is 14,540 ps, for reference.
- For this run, design rule violations remaining after detail routing come to 0.
- Static timing analysis puts the maximum clock frequency at 72.69 MHz.
- Once synthesis finished, the tally of register bits stood at 4,224.
- The insertion delay to the later sink of the worst-skew pair is 1070 ps, for reference.
- The wire length of the first global-routing pass is 817.2 mm, for reference.
- In this run the worst hold path is classified as flip-flop to flip-flop.
- The critical path class is primary input to flip-flop, for reference.
- The largest area contributor in the synthesized netlist is sky130_fd_sc_hd__edfxtp_1, for reference.
- The root buffer cell is sky130_fd_sc_hd__clkbuf_16, for reference.
- Counting I/O delays and the setup requirement, the final critical path takes 13,760 ps.
- Nets still carrying antenna violations after routing amount to 0.
- The routed design shows a via density per instance of 5.575.
- The level count of the clock H-tree is 5, for reference.
- In this run, distinct cell masters in the synthesized netlist total 71.
- The share of cells above drive strength 1 is 11.67%, for reference.
- Setup total negative slack on the finished layout was measured at 0 ps.
- The run reported a max-capacitance violation count of 0.
- The number of DRC markers after the initial detailed-route iteration is 7,292, for reference.
- The total of warnings raised by yosys is 1, for reference.
- The fraction of registers with async set or reset after synthesis is 0%, for reference.
- The TritonCTS buffer count is 454, for reference.
- The mean area per synthesized cell is 13.61 sq um, for reference.
- The main combinational cell family by area after synthesis is simple AND/OR/NAND/NOR gates, for reference.
- The endpoint of the most critical register-to-register path is Q[112]$_SDFFCE_PP0N_, for reference.
- In the CTS report, the clock slew at the register clock pins of the worst setup and hold paths is listed as 60 ps.
- The final weighted congestion in routability-driven placement is 0.8951, for reference.
- The initialized floorplan defines 256 standard-cell rows.
- The endpoint of the worst hold path is Q[103]$_SDFFCE_PP0N_, for reference.
- The first-pass iteration count of the detailed router is 5, for reference.
- The total overflow left after global routing is 0.
- In this run, the synthesized area fraction spent on and/or/nand/nor cells is recorded as 16.19%.
- Measured against its own limit, the worst slew margin works out to 28.56%.
- The data required time reported for the critical path is 40,680 ps.
- Once the clock tree was built, the setup fixing pass inserted 0 buffers.
- The die width is 701.6 microns, for reference.
- Fill cells in the final layout number 42,220.
- In the hold timing report, the worst path depth is 4.
- The cell count after synthesis is 14,380, for reference.
- The most frequently used flop master after synthesis is sky130_fd_sc_hd__edfxtp_1, for reference.
- The pre-CTS setup check shows a worst slack of 25,150 ps.
- Per the synthesis report, the AND-OR/OR-AND share of the synthesized area is 5.106%.
- The cell count of the worst reg-to-reg path is 4, for reference.
- The routed wirelength normalized by instance count is 26.63 microns, for reference.
- The area growth from synthesis to layout is 12.58%, for reference.
- Per the summary, power density relative to cell area is 45.85 nW/um^2.
- The pin count of the biggest net entering global routing is 101, for reference.
- The slack of the critical path is 26,140 ps, for reference.
- The portion of the post-synthesis area used by sequential elements is 64.79%, for reference.
- Detailed placement finished with a half-perimeter wire length of 343.3 mm.
- The floorplan report gives the top-level pin count as 266.
- The most frequent logic cell in the layout is sky130_fd_sc_hd__edfxtp_1, for reference.
- The hold violation total from the final report is 0, for reference.
- The number of hold buffers added after CTS is 0, for reference.
- The initial antenna violation count came to 22.
- The launch point of the worst min-delay path is recorded as mem[19][103]$_SDFFCE_PN0P_.
- The number of global-route vias before repair is 119,900, for reference.
- The top cell type by area accounts for 64.79% of the synthesized area.
- The total cells reported by yosys after synthesis is 14,380, for reference.
- The die footprint is 492,200 sq um, for reference.
- The clock sink count is 4,224, for reference.
- STA classifies the critical path startpoint as a primary input.
- Ranked by total cell area, the synthesized netlist is headed by sky130_fd_sc_hd__edfxtp_1 65%, sky130_fd_sc_hd__mux2i_1 10%, sky130_fd_sc_hd__and2_1 6.4%.
- TritonCTS built the clock tree.
- In this run the VDD rail shows a maximum IR drop of 0.00004760 V.
- The number of pins with negative max-slew slack in the final report is 0, for reference.
- Per the detail_route report, the via count comes to 117,800.
-- flip-flops by register name, summed over array words and instances, names as in the netlist --
| signal | cells |
|---|---|
| Q | 128 |
| mem | 4096 |
-- final cells by class --
type | instances | area share [%]
flip-flops and latches | 4224 | 57.55
multi-input cells | 8662 | 28.69
clock buffers | 556 | 5.338
well taps | 6450 | 3.662
repair buffers | 896 | 3.402
clock inverters | 280 | 1.274
inverters | 31 | 0.05620
diodes | 22 | 0.02498
-- worst max-delay path: stages --
cell                      delay [ps]
sky130_fd_sc_hd__buf_16          300
sky130_fd_sc_hd__buf_4           500
sky130_fd_sc_hd__buf_4           640
sky130_fd_sc_hd__buf_4           740
sky130_fd_sc_hd__buf_4           730
sky130_fd_sc_hd__buf_4           630
sky130_fd_sc_hd__buf_4           740
sky130_fd_sc_hd__buf_4           760
sky130_fd_sc_hd__mux2i_1         300
sky130_fd_sc_hd__o22ai_1         110
sky130_fd_sc_hd__nor4_1          600
sky130_fd_sc_hd__a31oi_1         180
-- cell usage after synthesis, types with 18 or more instances --
cell                        number
sky130_fd_sc_hd__a2111oi_4      24
sky130_fd_sc_hd__a21o_1         73
sky130_fd_sc_hd__a31oi_1       129
sky130_fd_sc_hd__and2_1       1989
sky130_fd_sc_hd__and3_1       1153
sky130_fd_sc_hd__buf_1          49
sky130_fd_sc_hd__buf_2         316
sky130_fd_sc_hd__buf_4          31
sky130_fd_sc_hd__clkbuf_1     1057
sky130_fd_sc_hd__edfxtp_1     4224
sky130_fd_sc_hd__mux2i_1      2048
sky130_fd_sc_hd__nand2_1       131
sky130_fd_sc_hd__nor2_1        296
sky130_fd_sc_hd__nor2_2         18
sky130_fd_sc_hd__nor3_1        358
sky130_fd_sc_hd__nor3_2         88
sky130_fd_sc_hd__nor3b_1       640
sky130_fd_sc_hd__nor4_1        128
sky130_fd_sc_hd__nor4_2         19
sky130_fd_sc_hd__o21ai_0       159
sky130_fd_sc_hd__o22ai_1      1028
sky130_fd_sc_hd__or2_1          22
sky130_fd_sc_hd__or2_2         167
-- layer usage --
metal	routed length, microns	GRT usage, %
met5	646	0.8824
met4	20240	7.090
met2	258200	35.92
met3	67110	11.97
met1	216300	33.80
-- per-stage QoR --
step / instances / total power [mW] / hold slack [ps] / util (%)
3_3_place_gp: 20260 / 6.037 / 774.9 / 42.27
4_1_cts: 21100 / 10.18 / 800.5 / 45.26
5_1_grt: 21100 / 10.40 / 846.1 / 45.26
3_5_place_dp: 20260 / 6.043 / 778.6 / 42.27
2_1_floorplan: 14380 / 5.705 / 717.3 / -
6_report: 21120 / 10.11 / 797.2 / 45.27
-- worst max-delay path by stage --
stage / end / cells past startpoint
after CTS: Q[100]$_SDFFCE_PP0N_ / 12
after global routing: Q[94]$_SDFFCE_PP0N_ / 12
final: Q[93]$_SDFFCE_PP0N_ / 12
-- power by group --
part / total [mW] / internal [mW] / switching, mW
Combinational: 0.776 / 0.232 / 0.543
Sequential: 5.17 / 5.11 / 0.0651
Clock: 4.16 / 2.38 / 1.77
-- kinds of logic after synthesis --
logic type / count (synthesis)
DFF: 4224
and+or+nand+nor: 5083
AOI/OAI and AO/OA: 1492
muxes: 2048
adders and majority gates: 10
xor gates and xnor gates: 29
buffers and inverters: 1496
Power figures rest on the tool's default switching activity, not on a simulated workload.
